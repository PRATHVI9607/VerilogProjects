**flow/run.sh**
```bash
#!/bin/bash
# OpenROAD 26Q1-2900-gdf79404cd8, Yosys 0.63+post, stock flow scripts
make -C /OpenROAD-flow-scripts/flow DESIGN_CONFIG=/design/flow/config.mk WORK_HOME=/design/flow/orfs finish
```
**flow/config.mk**
```make
export PLATFORM = sky130hd
export DESIGN_NAME = direct_mapped_cache
export DESIGN_NICKNAME = direct_mapped_cache
export VERILOG_FILES = /design/flow/design.v
export SDC_FILE = /design/flow/constraint.sdc
export NUM_CORES = 4
export LEC_CHECK = 1
export CORE_UTILIZATION = 30
export SYNTH_MEMORY_MAX_BITS = 65536
```
**flow/constraint.sdc**
```tcl
current_design direct_mapped_cache

set clk_period 178.2
set clk_io_pct 0.2

create_clock -name clk0 -period $clk_period [get_ports {clk}]

set non_clock_inputs [all_inputs -no_clocks]
set_input_delay [expr $clk_period * $clk_io_pct] -clock clk0 $non_clock_inputs
set_output_delay [expr $clk_period * $clk_io_pct] -clock clk0 [all_outputs]
```
**flow/design.v**
```verilog
`timescale 1ns/1ps
`timescale 1ns/1ps
module direct_mapped_cache (
    input  wire        clk,
    input  wire        rst_n,
    input  wire [31:0] cpu_addr,
    input  wire [31:0] cpu_wdata,
    input  wire        cpu_read,
    input  wire        cpu_write,
    output reg  [31:0] cpu_rdata,
    output reg         cpu_ready,
    output reg  [31:0] mem_addr,
    output reg  [255:0] mem_wdata,    
    output reg         mem_read,
    output reg         mem_write,
    input  wire [255:0] mem_rdata,
    input  wire        mem_ready,
    output wire        hit,
    output wire        miss,
    output wire        dirty_evict,
    output wire [4:0]  current_index,
    output wire [21:0] current_tag,
    output wire        valid_bit,
    output wire        dirty_bit
);
    reg         valid [0:31];
    reg         dirty [0:31];
    reg  [21:0] tags  [0:31];
    reg  [255:0] data [0:31];   
    wire [4:0]  offset = cpu_addr[4:0];
    wire [4:0]  index  = cpu_addr[9:5];
    wire [21:0] tag    = cpu_addr[31:10];
    wire tag_match = (tags[index] == tag);
    wire cache_hit = valid[index] && tag_match;
    wire cache_miss = !cache_hit && (cpu_read || cpu_write);
    wire needs_writeback = valid[index] && dirty[index] && cache_miss;
    assign hit = cache_hit;
    assign miss = cache_miss;
    assign dirty_evict = needs_writeback;
    assign current_index = index;
    assign current_tag = tag;
    assign valid_bit = valid[index];
    assign dirty_bit = dirty[index];
    localparam IDLE       = 3'd0;
    localparam COMPARE    = 3'd1;
    localparam WRITEBACK  = 3'd2;
    localparam ALLOCATE   = 3'd3;
    localparam UPDATE     = 3'd4;
    reg [2:0] state, next_state;
    reg [31:0] saved_addr;
    reg [31:0] saved_wdata;
    reg        saved_write;
    wire [31:0] word_from_block;
    wire [2:0] word_select = offset[4:2];   
    assign word_from_block = data[index][word_select*32 +: 32];
    integer i;
    initial begin
        for (i = 0; i < 32; i = i + 1) begin
            valid[i] = 1'b0;
            dirty[i] = 1'b0;
            tags[i]  = 22'b0;
            data[i]  = 256'b0;
        end
    end
    always @(posedge clk or negedge rst_n) begin
        if (!rst_n) begin
            state <= IDLE;
            saved_addr <= 32'b0;
            saved_wdata <= 32'b0;
            saved_write <= 1'b0;
        end else begin
            state <= next_state;
            if (state == IDLE && (cpu_read || cpu_write)) begin
                saved_addr <= cpu_addr;
                saved_wdata <= cpu_wdata;
                saved_write <= cpu_write;
            end
        end
    end
    always @(*) begin
        next_state = state;
        cpu_ready = 1'b0;
        cpu_rdata = 32'b0;
        mem_addr = 32'b0;
        mem_wdata = 256'b0;
        mem_read = 1'b0;
        mem_write = 1'b0;
        case (state)
            IDLE: begin
                if (cpu_read || cpu_write) begin
                    next_state = COMPARE;
                end
            end
            COMPARE: begin
                if (cache_hit) begin
                    cpu_ready = 1'b1;
                    if (!saved_write) begin
                        cpu_rdata = word_from_block;
                    end
                    next_state = IDLE;
                end else if (needs_writeback) begin
                    next_state = WRITEBACK;
                end else begin
                    next_state = ALLOCATE;
                end
            end
            WRITEBACK: begin
                mem_addr = {tags[index], index, 5'b0};
                mem_wdata = data[index];
                mem_write = 1'b1;
                if (mem_ready) begin
                    next_state = ALLOCATE;
                end
            end
            ALLOCATE: begin
                mem_addr = {saved_addr[31:5], 5'b0};
                mem_read = 1'b1;
                if (mem_ready) begin
                    next_state = UPDATE;
                end
            end
            UPDATE: begin
                cpu_ready = 1'b1;
                if (!saved_write) begin
                    cpu_rdata = mem_rdata[word_select*32 +: 32];
                end
                next_state = IDLE;
            end
            default: next_state = IDLE;
        endcase
    end
    always @(posedge clk) begin
        if (state == COMPARE && cache_hit && saved_write) begin
            data[index][word_select*32 +: 32] <= saved_wdata;
            dirty[index] <= 1'b1;
        end else if (state == UPDATE) begin
            valid[index] <= 1'b1;
            tags[index] <= saved_addr[31:10];
            if (saved_write) begin
                data[index] <= mem_rdata;
                data[index][word_select*32 +: 32] <= saved_wdata;
                dirty[index] <= 1'b1;
            end else begin
                data[index] <= mem_rdata;
                dirty[index] <= 1'b0;
            end
        end
    end
endmodule
```
==> reports/results.tsv <==
stage	metric	value	unit
route	Via density	5.33	
floorplanning	# rows	394	
critical_path	Critical Setup Path Class	primary input to output port	
global_routing	initial antenna violation count	237	
power	peak supply drop	10.7	µV
synth	Synth async-reset ratio	0.720	%
cells_and_area	Flop area	270000	µm²
critical_path	Setup crit start kind	primary input	
route	Initial DRC Count	14800	
sta	RSZ-0062 raised after global routing	false	
synth	register share after synthesis	78.0	%
synth	post-synth design cell area	347000	µm²
synth	Seq cells post-synth	9025	
critical_path	r2r endpoint	data[4][179]	
min_path	HP Class	register to register	
synth	yosys warning tally	1	
power	switching fraction of total power	24.9	%
cts	htree depth	6	
floorplanning	die area	1160000	µm²
floorplanning	die height	1080	µm
cells_and_area	Final Util	35.6	%
route	drt first pass iters	6	
power	Seq pwr share	51.9	%
placed_design	I/O Buffers	672	
cts	Late-Pin Clk Latency	1.23	ns
sta	# setup viols final	0	
outcome	failing checks	capacitance limit, slew limit	
global_routing	GRT Total Usage	23.5	%
sta	crit share post-route	45.5	%
synth	ys flop type	edfxtp_1	
cts	clock slew at reported path FFs	0.06	ns
sta	Hold Worst Slack	0.444	ns
global_routing	vias in the first global route	193000	
cells_and_area	Final Instance Area	410000	µm²
route	detailed-route via count	180000	
critical_path	RR Startpoint	tags[11][11]	
critical_path	Critical Path Fanout Max	97	
global_routing	largest net degree at the start of global routing	98	
route	DRC	0	
route	Avg WL per Cell	37.8	µm
cts	clk buf depth	5	
cells_and_area	number of fill cells	104000	
power	total power draw	4800	µW
critical_path	crit path launch	cpu_addr[5]	
route	drt total wl	1280000	µm
synth	Main area contributors	edfxtp_1, mux4_2, a22oi_1	
critical_path	Worst Reg-to-Reg Cells	13	
cells_and_area	area grow syn2layout	18.2	%
cts	clock sink count	9025	
cts	Resize count post-CTS	0	
global_routing	first-pass GRT wire length	1690000	µm
power	internal power	3600	µW
flow_run	tool warnings	29	
power	pwr dens	11.7	nW/µm²
synth	synthesized area per cell	22.5	µm²
sta	Fmax achieved	12.3	MHz
placed_design	RePlAce Congestion	0.978	
placed_design	Placed Area	380000	µm²
power	Sw Pwr	1200	µW
sta	crit path time final	81.11	ns
cells_and_area	share of layout cells above drive strength 1	28.3	%
cts	clock buffer count from CTS	872	
synth	Cell Type Count	53	
sta	Rel. slew slack	-18.4	%
sta	setup TNS	0	ns
power	Lkg Pwr	0.127	µW
sta	Worst Skew	0.157	ns
synth	Yosys chip area	347000	µm²
synth	Yosys top cell by area	edfxtp_1	
outcome	status	finished, violations left	
critical_path	R2R Setup Slk	171.66	ns
synth	Gate Count Post-Synth	15400	
power	combinational group share of total power	10.3	%
synth	count of library flops with an enable pin	8928	
placed_design	HPWL after DPL	824000	µm
sta	worst slew pin tran	1.77	ns
synth	Synth top area share	77.4	%
flow_run	max_cap viols	1	
floorplanning	I/O Pins	680	
power	clock power share	37.8	%
route	Routed Antenna Nets	0	
cells_and_area	MI comb area	74500	µm²
cts	CTS Hold Buffers Added	0	
floorplanning	core box area	1150000	µm²
floorplanning	FP Util	30.1	%
critical_path	worst setup path endpoint	cpu_rdata[23]	
sta	Hold Vio Cnt, Final	0	
global_routing	GRT Residual Overflow	0	
synth	yosys cell count	15400	
critical_path	WP data arrival	45.47	ns
cts	postcts setup bufs	0	
sta	fin. max-slew vios	7	
synth	Commonest cells post-synth	edfxtp_1, mux4_2, a22oi_1, clkbuf_1, mux2i_1	
cts	CTS Root Cell	clkbuf_16	
cts	TritonCTS clock tree	done	
floorplanning	Horiz. Die Dim	1080	µm
critical_path	WP data required	142.56	ns
critical_path	critical path endpoint category	output port	
synth	most frequent cell after synthesis	edfxtp_1	
[worst max-delay path, stage by stage]
cell,delay [ns]
buf_16,0.44
buf_4,0.74
buf_4,0.74
buf_4,0.59
buf_4,0.52
buf_4,0.51
buf_4,0.62
buf_4,0.58
buf_4,0.55
buf_4,0.65
mux4_2,0.60
a22oi_1,0.31
nand4_1,0.66
mux4_2,0.83
mux2i_1,0.33
o22ai_1,0.25
clkdlybuf4s50_1,0.49
[sequential cells by signal (all words and copies together), names as in the netlist]
signal	flops
data	8192
tags	704
dirty	32
saved_wdata	32
valid	32
saved_addr	27
state	5
saved_write	1
[through the flow]
| stage | instances | setup WS [ns] |
|---|---|---|
| after floorplan | 15400 | 103.19 |
| after global placement | 31500 | 96.94 |
| after detailed placement | 31500 | 96.98 |
| after CTS | 33100 | 96.97 |
| after global routing | 33600 | 96.62 |
| final | 33800 | 97.09 |
[kinds of logic (layout without fill, tap and decap cells)]
family / count (synthesis) / in the layout / synth area share [%]
DFF: 9025 / 9025 / 78.0
muxes: 2663 / 2663 / 15.6
AOI/OAI and AO/OA: 1629 / 1629 / 3.53
buffers and inverters: 1053 / 3500 / 1.22
and+or+nand+nor: 1045 / 1045 / 1.62
other: 1 / 683 / 0.00108
xor gates and xnor gates: 1 / 1 / 0.00253
[metal layers]
layer / part of all wire (%) / global-route usage, %
met5: 0.47 / 4.43
met4: 10 / 18.2
met3: 21 / 21.9
met2: 44 / 32.8
met1: 24 / 19.1
[cell type report]
cell class	count	share of cell area, %
clock buffer	1072	5.59
antenna	678	0.414
timing repair buffer	1928	4.00
tap	15200	4.66
sequential	9025	66.0
inverter	6	0.00641
multi-input combinational	5343	18.2
clock inverter	494	1.12
[worst min-delay path by stage]
stage                      from         to  slack [ns]  depth (start not counted)
after CTS             valid[14]  valid[14]        0.45                          1
after global routing  valid[14]  valid[14]        0.45                          1
final                  valid[6]   valid[6]        0.44                          1
[power by group through the flow]
stage	registers, µW	logic, µW	clock network (µW)
6_report	2490	496	1810
5_1_grt	2490	508	1910
4_1_cts	2490	482	1830
[layout by cell type (no fill, tap or decap), drive strengths merged, types with 32 or more instances in the layout]
master	count
edfxtp	8928
o22ai	208
dfrtp	64
nand4	256
nand2	58
bufinv	72
a22o	282
a22oi	1012
o21bai	32
dfxtp	32
and2	257
mux4	2184
nor2	340
clkdlybuf4s50	666
clkinv	391
diode	678
mux2i	420
clkbuf	1072
mux2	59
nor4	57
buf	1262
a21oi	32
Power figures rest on the tool's default switching activity, not on a simulated workload.
