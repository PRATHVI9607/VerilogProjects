### flow/run.sh
#!/bin/bash
# OpenROAD 26Q1-2900-gdf79404cd8, Yosys 0.63+post, stock flow scripts
make -C /OpenROAD-flow-scripts/flow DESIGN_CONFIG=/design/flow/config.mk WORK_HOME=/design/flow/orfs finish
### flow/config.mk
export PLATFORM = sky130hd
export DESIGN_NAME = set_associative_cache
export DESIGN_NICKNAME = set_associative_cache
export VERILOG_FILES = /design/flow/design.v
export SDC_FILE = /design/flow/constraint.sdc
export NUM_CORES = 4
export LEC_CHECK = 1
export CORE_UTILIZATION = 40
export SYNTH_MEMORY_MAX_BITS = 65536
### flow/constraint.sdc
current_design set_associative_cache

set clk_period 237.4
set clk_io_pct 0.2

create_clock -name clk0 -period $clk_period [get_ports {clk}]

set non_clock_inputs [all_inputs -no_clocks]
set_input_delay [expr $clk_period * $clk_io_pct] -clock clk0 $non_clock_inputs
set_output_delay [expr $clk_period * $clk_io_pct] -clock clk0 [all_outputs]
### flow/design.v
`timescale 1ns/1ps
`timescale 1ns/1ps
module set_associative_cache (
    input  wire        clk,
    input  wire        rst_n,
    input  wire [31:0] cpu_addr,
    input  wire [31:0] cpu_wdata,
    input  wire        cpu_read,
    input  wire        cpu_write,
    output reg  [31:0] cpu_rdata,
    output reg         cpu_ready,
    output reg  [31:0] mem_addr,
    output reg  [255:0] mem_wdata,
    output reg         mem_read,
    output reg         mem_write,
    input  wire [255:0] mem_rdata,
    input  wire        mem_ready,
    output wire        hit,
    output wire        miss,
    output wire [1:0]  hit_way,
    output wire [3:0]  current_index,
    output wire [22:0] current_tag,
    output wire [1:0]  lru_way,
    output wire        dirty_evict
);
    reg         valid_0 [0:15];
    reg         dirty_0 [0:15];
    reg  [22:0] tags_0  [0:15];
    reg  [255:0] data_0 [0:15];
    reg         valid_1 [0:15];
    reg         dirty_1 [0:15];
    reg  [22:0] tags_1  [0:15];
    reg  [255:0] data_1 [0:15];
    reg lru [0:15];
    wire [4:0]  offset = cpu_addr[4:0];
    wire [3:0]  index  = cpu_addr[8:5];
    wire [22:0] tag    = cpu_addr[31:9];
    wire way0_hit = valid_0[index] && (tags_0[index] == tag);
    wire way1_hit = valid_1[index] && (tags_1[index] == tag);
    wire cache_hit = way0_hit || way1_hit;
    wire cache_miss = !cache_hit && (cpu_read || cpu_write);
    wire [1:0] hit_way_int = way0_hit ? 2'd0 : (way1_hit ? 2'd1 : 2'd2);
    wire replace_way = lru[index];
    wire needs_writeback = cache_miss && 
                          (replace_way ? (valid_1[index] && dirty_1[index]) :
                                        (valid_0[index] && dirty_0[index]));
    assign hit = cache_hit;
    assign miss = cache_miss;
    assign hit_way = hit_way_int;
    assign current_index = index;
    assign current_tag = tag;
    assign lru_way = {1'b0, lru[index]};
    assign dirty_evict = needs_writeback;
    localparam IDLE       = 3'd0;
    localparam COMPARE    = 3'd1;
    localparam WRITEBACK  = 3'd2;
    localparam ALLOCATE   = 3'd3;
    localparam UPDATE     = 3'd4;
    reg [2:0] state, next_state;
    reg [31:0] saved_addr;
    reg [31:0] saved_wdata;
    reg        saved_write;
    reg        saved_replace_way;
    wire [2:0] word_select = offset[4:2];
    wire [31:0] word_way0 = data_0[index][word_select*32 +: 32];
    wire [31:0] word_way1 = data_1[index][word_select*32 +: 32];
    wire [31:0] hit_data = way0_hit ? word_way0 : word_way1;
    integer i;
    initial begin
        for (i = 0; i < 16; i = i + 1) begin
            valid_0[i] = 1'b0;
            dirty_0[i] = 1'b0;
            tags_0[i]  = 23'b0;
            data_0[i]  = 256'b0;
            valid_1[i] = 1'b0;
            dirty_1[i] = 1'b0;
            tags_1[i]  = 23'b0;
            data_1[i]  = 256'b0;
            lru[i]     = 1'b0;
        end
    end
    always @(posedge clk or negedge rst_n) begin
        if (!rst_n) begin
            state <= IDLE;
            saved_addr <= 32'b0;
            saved_wdata <= 32'b0;
            saved_write <= 1'b0;
            saved_replace_way <= 1'b0;
        end else begin
            state <= next_state;
            if (state == IDLE && (cpu_read || cpu_write)) begin
                saved_addr <= cpu_addr;
                saved_wdata <= cpu_wdata;
                saved_write <= cpu_write;
                saved_replace_way <= lru[index];
            end
        end
    end
    always @(*) begin
        next_state = state;
        cpu_ready = 1'b0;
        cpu_rdata = 32'b0;
        mem_addr = 32'b0;
        mem_wdata = 256'b0;
        mem_read = 1'b0;
        mem_write = 1'b0;
        case (state)
            IDLE: begin
                if (cpu_read || cpu_write) begin
                    next_state = COMPARE;
                end
            end
            COMPARE: begin
                if (cache_hit) begin
                    cpu_ready = 1'b1;
                    if (!saved_write) begin
                        cpu_rdata = hit_data;
                    end
                    next_state = IDLE;
                end else if (needs_writeback) begin
                    next_state = WRITEBACK;
                end else begin
                    next_state = ALLOCATE;
                end
            end
            WRITEBACK: begin
                if (saved_replace_way) begin
                    mem_addr = {tags_1[index], index, 5'b0};
                    mem_wdata = data_1[index];
                end else begin
                    mem_addr = {tags_0[index], index, 5'b0};
                    mem_wdata = data_0[index];
                end
                mem_write = 1'b1;
                if (mem_ready) begin
                    next_state = ALLOCATE;
                end
            end
            ALLOCATE: begin
                mem_addr = {saved_addr[31:5], 5'b0};
                mem_read = 1'b1;
                if (mem_ready) begin
                    next_state = UPDATE;
                end
            end
            UPDATE: begin
                cpu_ready = 1'b1;
                if (!saved_write) begin
                    cpu_rdata = mem_rdata[word_select*32 +: 32];
                end
                next_state = IDLE;
            end
            default: next_state = IDLE;
        endcase
    end
    always @(posedge clk) begin
        if (state == COMPARE && cache_hit) begin
            lru[index] <= way0_hit ? 1'b1 : 1'b0;
            if (saved_write) begin
                if (way0_hit) begin
                    data_0[index][word_select*32 +: 32] <= saved_wdata;
                    dirty_0[index] <= 1'b1;
                end else begin
                    data_1[index][word_select*32 +: 32] <= saved_wdata;
                    dirty_1[index] <= 1'b1;
                end
            end
        end
        if (state == UPDATE) begin
            if (saved_replace_way) begin
                valid_1[index] <= 1'b1;
                tags_1[index] <= saved_addr[31:9];
                if (saved_write) begin
                    data_1[index] <= mem_rdata;
                    data_1[index][word_select*32 +: 32] <= saved_wdata;
                    dirty_1[index] <= 1'b1;
                end else begin
                    data_1[index] <= mem_rdata;
                    dirty_1[index] <= 1'b0;
                end
                lru[index] <= 1'b0;   
            end else begin
                valid_0[index] <= 1'b1;
                tags_0[index] <= saved_addr[31:9];
                if (saved_write) begin
                    data_0[index] <= mem_rdata;
                    data_0[index][word_select*32 +: 32] <= saved_wdata;
                    dirty_0[index] <= 1'b1;
                end else begin
                    data_0[index] <= mem_rdata;
                    dirty_0[index] <= 1'b0;
                end
                lru[index] <= 1'b1;   
            end
        end
    end
endmodule
==> results.txt <==
status -> finished clean
final setup vio count -> 0
post_cts resized -> 0
I/O Buffers -> 673
Worst Tran Pin Value -> 1.41 ns
Latency at later pin -> 1.24 ns
most used flip-flop cell -> edfxtp_1
switching power -> 0.000990 W
Fin. Hold Viols -> 0
number of global-route vias before repair -> 195,000
setup TNS -> 0 ns
cell type with the largest total area after synthesis -> edfxtp_1
fillcell total -> 71,900
Top Ports -> 682
crit path capture type -> primary output
comb area leader -> multiplexers
post-synthesis mux area share -> 19.7%
Sink Count -> 9,074
Seq pwr share -> 50.4%
Final ANT Viol Nets -> 0
Clock Pin Slew Worst Setup and Hold Paths -> 0.06 ns
Worst slew margin -> 6.24%
sw frac -> 26.7%
Setup Fix Bufs, Post-CTS -> 0
top cells by area -> edfxtp_1 75%, mux4_2 18%, mux2i_1 1.5%
CTS Hold Bufs -> 0
vias per inst -> 5.90
CP Cell Sequence -> buf_16, buf_4, buf_4, buf_4, buf_4, buf_4, buf_4, buf_4, buf_4, mux4_2, mux4_2, mux4_2, mux2i_2, buf_4, o22ai_1, a21o_1, clkdlybuf4s50_1
Crit-path slowest cell -> buf_4
reg2reg start -> tags_0[14][13]$_DFFE_PP_
Hold WS -> 0.438 ns
R2R setup slack -> 230.45 ns
Final Wtd Congestion -> 1.00
largest net degree at the start of global routing -> 91
fmax -> 9.60 MHz
CP Max Fanout -> 65
Clock Path Buffers -> 4
Post-synth seq share -> 75.6%
Reg area -> 272,000 um^2
layout cells sized above 1 -> 31.8%
Ys Warns -> 1
most used routing layer -> met2
yosys stat cell total -> 16,300
yosys synthesis chip area -> 360,000 um^2
detailed placement HPWL -> 821,000 um
most used cell, CP -> buf_4
gr usage total -> 30.8%
initial drt markers -> 15,100
wire length of the first global-routing pass -> 1,680,000 um
Mapped Area -> 360,000 um^2
GRT met1 Usage -> 28.5%
P&R area growth vs syn -> 16.6%
fin crit share -> 43.9%
fa+ha+maj area frac -> 0%
DIE WIDTH -> 950 um
CTS tree -> yes
Internal Dissipation -> 0.00273 W
tool warnings -> 31
fin crit period -> 104.22 ns
router iterations before antenna repair -> 8
fp_density -> 40.2%
Worst Skew -> 0.138 ns
static leakage -> 133 nW
syn_area_per_cell -> 22.1 um^2
Synth async-reset ratio -> 0.727%
final wirelength -> 1,260,000 um
M3 GR Usage -> 30.3%
FP Rows -> 347
vias -> 184,000
routing usage on met2 -> 40.5%
synth unique cells -> 70
Worst setup startpoint -> cpu_addr[6]
CORE AREA -> 894,000 um^2
Flops after synth -> 9,074
Combinational Power Share -> 12.6%
DRC Markers -> 0
crit path DRT -> 189.92 ns
yosys simple share -> 1.89%
hold path start -> valid_0[15]$_DFF_P_
Final Max Slew Viols -> 0
CP arrival -> 56.74 ns
initial antenna violation count -> 236
CP Launch Type -> primary input
Pwr Density -> 8.86 nW/um^2
CP peak stage delay -> 0.68 ns
chip area -> 903,000 um^2
grt ovf -> 0
number of synthesized flops with an enable pin -> 8,976
Vert. Die Dim -> 950 um
Hold Crit Class -> register to register
yosys aoi share -> 1.48%
TritonCTS Buffers -> 889
Cells after Synth -> 16,300
Top-area cell share -> 74.9%
xor/xnor share -> 0.114%
wire length per cell -> 40.3 um
Comb area -> 86,100 um^2
clock network power share -> 37.0%
clock root cell -> clkbuf_16
Peak VDD IR -> 8.07 uV
RSZ-0062 raised after global routing -> no
Crit Path Class -> primary input to primary output
Max-Cap Viols -> 0
htree depth -> 6
## through the flow
stage	util [%]	total power, W	area, um^2	setup slack (ns)	instances
3_3_place_gp	43.6	0.00235	390000	133.37	29100
6_report	46.9	0.00372	419000	133.18	31100
3_5_place_dp	43.6	0.00235	390000	133.40	29100
5_1_grt	46.8	0.00380	419000	132.99	31000
2_1_floorplan	-	0.00206	360000	139.10	16300
4_1_cts	46.8	0.00371	418000	133.39	30800
## worst max-delay path, delay by kind of cell
kind	cells	cell delay, ns
buffers and inverters	11	6.17
muxes	4	1.80
AOI/OAI and AO/OA	2	0.91
## cell families after synthesis
kind of cell,count (synthesis)
buffers and inverters,1088
AND/OR/NAND/NOR,1696
flip-flops,9074
XOR/XNOR,47
AND-OR/OR-AND,903
other,1
multiplexers,3472
## cells in the final DEF (no fill, tap or decap), types with 73 or more instances in the layout
master | Yosys | final
mux4_2 | 2870 | 2870
o21ai_0 | 556 | 315
nor2_1 | 639 | 334
nand2_1 | 939 | 922
clkbuf_16 | 0 | 896
o21ai_1 | 2 | 240
clkinv_1 | 1 | 226
clkinv_2 | 0 | 137
nor2_4 | 0 | 304
clkdlybuf4s50_1 | 0 | 666
mux2i_1 | 529 | 493
buf_4 | 63 | 1351
mux2_2 | 73 | 73
clkbuf_1 | 559 | 207
diode_2 | 0 | 375
edfxtp_1 | 8976 | 8976
## registers in the layout (all words and copies together) (netlist names)
signal	flops
tags_0	368
dirty_0	16
data_0	4096
lru	16
state	5
valid_1	16
valid_0	16
saved_write	1
saved_wdata	32
saved_addr	27
tags_1	368
dirty_1	16
saved_replace_way	1
data_1	4096
## power groups by stage
| stage | Clock (W) | Combinational (W) | Sequential (W) |
|---|---|---|---|
| after CTS | 0.00139 | 0.000448 | 0.00187 |
| after global routing | 0.00145 | 0.000475 | 0.00188 |
| final | 0.00137 | 0.000468 | 0.00187 |
## final cells by class
class,count,share of cell area [%]
antenna,375,0.224
clock buffer,1105,5.54
clock inverter,519,1.19
inverter,33,0.0334
multi-input combinational,6124,20.5
sequential,9074,64.8
tap,11900,3.54
timing repair buffer,2034,4.09
## layer usage
layer  routed length, um  vias to the layer above
li1                    -                    72800
met1              314000                    92000
met2              542000                    15600
met3              289000                     2823
met4               94800                      266
met5               15100                        -
## cells in the mapped netlist, types with 6 or more instances
library cell / instances
nor3_1: 8
a31oi_1: 8
buf_2: 154
nand3_1: 11
mux2_2: 73
buf_4: 63
a21oi_1: 76
a21o_1: 31
nor2b_1: 12
nand2b_1: 7
dfxtp_1: 32
inv_1: 28
o21ai_0: 556
dfrtp_1: 65
xor2_1: 18
buf_6: 7
nand2_1: 939
or2_2: 34
mux4_2: 2870
o221ai_1: 33
o22ai_1: 64
edfxtp_1: 8976
mux2i_1: 529
xnor2_1: 29
a211oi_1: 8
buf_1: 271
and2_1: 9
a22oi_1: 25
nand3_2: 6
nor2_1: 639
nand3_4: 10
a22o_1: 55
clkbuf_1: 559
a221oi_1: 10
## path summary, 6_finish.rpt
kind	to	cells after the start
worst max-delay path	cpu_rdata[18]	17
worst min-delay path	valid_0[15]$_DFF_P_	1
worst max register to register	data_0[5][71]$_DFFE_PP_	13
worst min register to register	valid_0[15]$_DFF_P_	1
max in group asynchronous	saved_write$_DFFE_PN0P_	2
min in group asynchronous	saved_addr[29]$_DFFE_PN0P_	1
No activity file was given, so power comes from the tool's default toggle rates.
