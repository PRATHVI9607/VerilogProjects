$ cat /design/flow/run.sh
#!/bin/bash
# OpenROAD 26Q1-2900-gdf79404cd8, Yosys 0.63+post, stock flow scripts
make -C /OpenROAD-flow-scripts/flow DESIGN_CONFIG=/design/flow/config.mk WORK_HOME=/design/flow/orfs finish
$ cat /design/flow/constraint.sdc
current_design branch_predictor

set clk_period 20.0
set clk_io_pct 0.2

create_clock -name clk0 -period $clk_period [get_ports {clk}]

set non_clock_inputs [all_inputs -no_clocks]
set_input_delay [expr $clk_period * $clk_io_pct] -clock clk0 $non_clock_inputs
set_output_delay [expr $clk_period * $clk_io_pct] -clock clk0 [all_outputs]
$ cat /design/flow/design.v
`timescale 1ns/1ps
`timescale 1ns/1ps
module branch_predictor (
    input  wire        clk,
    input  wire        rst_n,
    input  wire [31:0] fetch_pc,
    input  wire        fetch_valid,
    output wire        predict_taken,
    output wire [31:0] predict_target,
    output wire        predict_valid,
    input  wire        resolve_valid,
    input  wire [31:0] resolve_pc,
    input  wire        resolve_taken,
    input  wire [31:0] resolve_target,
    input  wire        resolve_is_branch,
    input  wire        was_predicted_taken,
    output wire [7:0]  ghr,
    output wire [7:0]  pht_index,
    output wire [1:0]  counter_value,
    output wire        misprediction,
    output wire        btb_hit_out
);
    wire gshare_taken;
    wire gshare_valid;
    wire btb_hit;
    wire [31:0] btb_target;
    wire btb_is_branch;
    gshare_predictor u_gshare (
        .clk              (clk),
        .rst_n            (rst_n),
        .pc               (fetch_pc),
        .predict_request  (fetch_valid),
        .prediction       (gshare_valid),
        .predicted_taken  (gshare_taken),
        .update_valid     (resolve_valid && resolve_is_branch),
        .update_pc        (resolve_pc),
        .update_taken     (resolve_taken),
        .update_predicted (was_predicted_taken),
        .ghr_out          (ghr),
        .pht_index_out    (pht_index),
        .counter_value    (counter_value),
        .misprediction    (misprediction)
    );
    branch_target_buffer u_btb (
        .clk             (clk),
        .rst_n           (rst_n),
        .pc              (fetch_pc),
        .lookup_valid    (fetch_valid),
        .btb_hit         (btb_hit),
        .target          (btb_target),
        .is_branch       (btb_is_branch),
        .update_valid    (resolve_valid),
        .update_pc       (resolve_pc),
        .update_target   (resolve_target),
        .update_is_branch(resolve_is_branch)
    );
    assign predict_valid  = fetch_valid && btb_hit;
    assign predict_taken  = btb_hit && gshare_taken;
    assign predict_target = btb_target;
    assign btb_hit_out    = btb_hit;
endmodule
`timescale 1ns/1ps
module branch_target_buffer (
    input  wire        clk,
    input  wire        rst_n,
    input  wire [31:0] pc,
    input  wire        lookup_valid,
    output wire        btb_hit,
    output wire [31:0] target,
    output wire        is_branch,
    input  wire        update_valid,
    input  wire [31:0] update_pc,
    input  wire [31:0] update_target,
    input  wire        update_is_branch
);
    reg        valid [0:63];
    reg [23:0] tags  [0:63];   
    reg [31:0] targets [0:63];
    reg        branch_type [0:63];   
    wire [5:0]  lookup_index = pc[7:2];
    wire [23:0] lookup_tag   = pc[31:8];
    wire [5:0]  update_index = update_pc[7:2];
    wire [23:0] update_tag   = update_pc[31:8];
    assign btb_hit   = lookup_valid && valid[lookup_index] && 
                       (tags[lookup_index] == lookup_tag);
    assign target    = targets[lookup_index];
    assign is_branch = branch_type[lookup_index];
    integer i;
    initial begin
        for (i = 0; i < 64; i = i + 1) begin
            valid[i] = 1'b0;
            tags[i] = 24'b0;
            targets[i] = 32'b0;
            branch_type[i] = 1'b0;
        end
    end
    always @(posedge clk or negedge rst_n) begin
        if (!rst_n) begin
        end else if (update_valid) begin
            valid[update_index] <= 1'b1;
            tags[update_index] <= update_tag;
            targets[update_index] <= update_target;
            branch_type[update_index] <= update_is_branch;
        end
    end
endmodule
`timescale 1ns/1ps
module gshare_predictor (
    input  wire        clk,
    input  wire        rst_n,
    input  wire [31:0] pc,
    input  wire        predict_request,
    output wire        prediction,
    output wire        predicted_taken,
    input  wire        update_valid,
    input  wire [31:0] update_pc,
    input  wire        update_taken,       
    input  wire        update_predicted,   
    output wire [7:0]  ghr_out,            
    output wire [7:0]  pht_index_out,      
    output wire [1:0]  counter_value,      
    output wire        misprediction       
);
    localparam SN = 2'b00;   
    localparam WN = 2'b01;   
    localparam WT = 2'b10;   
    localparam ST = 2'b11;   
    reg [7:0] ghr;
    reg [1:0] pht [0:255];
    wire [7:0] pred_index = pc[9:2] ^ ghr;   
    wire [1:0] pred_counter = pht[pred_index];
    assign prediction = predict_request;
    assign predicted_taken = pred_counter[1];   
    wire [7:0] update_index = update_pc[9:2] ^ ghr;
    assign ghr_out = ghr;
    assign pht_index_out = predict_request ? pred_index : update_index;
    assign counter_value = pht[pht_index_out];
    assign misprediction = update_valid && (update_taken != update_predicted);
    integer i;
    initial begin
        ghr = 8'b0;
        for (i = 0; i < 256; i = i + 1) begin
            pht[i] = WN;   
        end
    end
    always @(posedge clk or negedge rst_n) begin
        if (!rst_n) begin
            ghr <= 8'b0;
        end else if (update_valid) begin
            ghr <= {ghr[6:0], update_taken};
            case (pht[update_index])
                SN: pht[update_index] <= update_taken ? WN : SN;
                WN: pht[update_index] <= update_taken ? WT : SN;
                WT: pht[update_index] <= update_taken ? ST : WN;
                ST: pht[update_index] <= update_taken ? ST : WT;
            endcase
        end
    end
endmodule
$ cat /design/flow/config.mk
export PLATFORM = sky130hd
export DESIGN_NAME = branch_predictor
export DESIGN_NICKNAME = branch_predictor
export VERILOG_FILES = /design/flow/design.v
export SDC_FILE = /design/flow/constraint.sdc
export NUM_CORES = 4
export LEC_CHECK = 1
export CORE_UTILIZATION = 40
==> notes.md <==
yosys + openroad results -> number of global-route vias before repair 121k, pin count of the biggest net entering global routing between 100 and 150, Worst IR Drop VDD 440 uV, length of the first detailed-routing pass in iterations 7, Switching Fraction 0.314, Top Layer Used met5, FF+latch count, synth approximately 4.2k, Largest logic family AND-OR/OR-AND gates, Max Freq about 66 MHz, Seq share, synth 0.768, Multiplexer share 0.00523, Compound-Gate Fraction of Synth Area 0.119, Max clock buf depth 4, Die ar. just over 0.4 mm2, Combinational Power Share 0.202, Post-CTS Hold Fix Bufs 0, CP Launch Point fetch_pc[4], # DRC 0, synth unique cells around 84, antenna-violating nets left 0, Cell Pwr Density about 120 mW/mm2, RSZ-0062 raised after global routing false, Int Pwr about 16 mW, Critical Path Sink Type primary output, metal3 WL 224 mm, Clock transition at path regs approximately 0.06 ns, largest fanout on the critical path 27, Post-Synthesis Cells ~10k, Clock power frac 0.337, share of post-route cells with drive strength above 1 0.164, Pins Over Slew Limit 0, Syn. warnings 7, cell area after synthesis about 0.16 mm2, Critical Path RT about 16 ns, Total Neg Setup Slack 0 ns, status completed, GPL Wtd Cong ~1.1, Synth-to-Final Area Change 17.3%, CTS buffer count approximately 420, most common flop cell mapped by yosys edfxtp_1, Late-Pin Clk Latency roughly 1.1 ns, Leakage about 60 nW, DP HPWL roughly 620 mm, IO Count between 150 and 200, Core Area roughly 0.40 mm2, placed instance count 16.3k, min Tclk post-route between 15 and 20 ns, Min Hold Slack roughly 0.8 ns, routed wl met2 371 mm, clk root buf clkbuf_16, HP Class reg2reg, Filler cells between 30k and 40k, Die Y between 600 and 700 um, vias per std cell approximately 7.1, Adders+Majority by Area 0.000307, Slew headroom 0.0814, OpenROAD warning count roughly 40, first-pass GRT wire length 1220 mm, Cell Rows 233, Total Power around 23 mW, # setup viols final 0, yosys cell count between 10k and 15k, Flop pwr share 0.461, Initial DRC Count about 13k, All-Layer GR Usage 0.511, antenna violations before repair about 120, worst slew pin tran around 1.4 ns, max-cap viol count 0, startpoint types input pin, H-tree depth 5, Mapped Avg Cell Area around 16 um2, # Post-CTS Setup Buffers 0, number of enable flip-flop cells roughly 4.2k, via count roughly 120k, period utilization 0.753, IO buf count roughly 150, asr flop ratio synth 0.00192, Sink Count around 4.2k, Final Util 0.473, Yosys Chip Area between 0.15 and 0.2 mm2, Clock Skews between 0.1 and 0.15 ns, xor+xnor area frac 0.00290, worst reg2reg startpoint u_gshare.ghr[2], net load switching power about 7.3 mW, wl on met1 299 mm, drt wl/cell 56.0 um, WS Path Type in2out, hold path startpoint u_gshare.ghr[0], Post-Route WL between 900 and 1000 mm, Final Non-Filler Cells about 17k, fp util 0.403, Simple-Gate Fraction of Synth Area 0.0860, post-CTS resize count 0, CTS tree built, grt total ovfl 0, die width 640 um, number of hold violations in the final report 0, WP data arrival between 10 and 15 ns
## cell usage in the layout (no fill, tap or decap), drive strengths merged, types with 176 or more instances in the layout
cell type     n
o22ai       176
nand2       412
nand3       681
a22oi      1663
buf        1019
clkinv      188
clkbuf      519
nor2        557
nor4        208
nand4       442
edfxtp     4160
and3        176
## metal layers
metal,up-vias,GRT usage
met5,-,0.220
met4,240,0.238
met3,2819,0.517
met2,13999,0.610
met1,59247,0.576
li1,45064,-
## power by group through the flow
stage	logic, mW	registers, mW	clock network, mW
after CTS	4.47	10.7	7.81
after global routing	4.67	10.7	8.14
final	4.69	10.7	7.82
## through the flow
| step | worst slack [ns] | cell area [um2] |
|---|---|---|
| finish | 4.93 | 191000 |
| global route | 5.05 | 191000 |
| CTS | 5.15 | 191000 |
| detailed placement | 5.17 | 177000 |
| global placement | 5.20 | 177000 |
| floorplan | 0.888 | 163000 |
## area by class of cell
| cell class | count | area [um2] | share of cell area |
|---|---|---|---|
| clock inverters | 247 | 2360 | 0.0124 |
| multi-input cells | 5560 | 36700 | 0.192 |
| inverters | 21 | 78.8 | 0.000413 |
| flip-flops and latches | 4168 | 125000 | 0.655 |
| clock buffers | 519 | 11000 | 0.0577 |
| diodes | 126 | 315 | 0.00165 |
| repair buffers | 1109 | 8590 | 0.0450 |
| well taps | 5405 | 6760 | 0.0354 |
## registers in the layout, summed over array words and instances (netlist names)
signal	cells
u_btb.valid	64
u_btb.tags	1536
u_gshare.pht	512
u_gshare.ghr	8
u_btb.targets	2048
## synthesized netlist by cell type (all sizes together) (29+ instances only)
cell | count | share of area
nand4 | 442 | 0.017
a31oi | 36 | 0.0014
o22ai | 176 | 0.0068
nand3 | 681 | 0.021
or4 | 29 | 0.0014
a2111oi | 60 | 0.0033
a22oi | 1663 | 0.077
a22o | 94 | 0.0051
mux2 | 31 | 0.0021
o21ai | 95 | 0.0029
mux2i | 48 | 0.0030
a222oi | 54 | 0.0033
nor4 | 208 | 0.0082
nor3 | 134 | 0.0041
a21oi | 172 | 0.0053
nor2 | 557 | 0.013
and3 | 176 | 0.0068
nand2 | 412 | 0.0095
a221oi | 84 | 0.0045
clkbuf | 537 | 0.012
buf | 195 | 0.0054
edfxtp | 4160 | 0.77
## critical path: stages
cell and delay (ns):
buf_4 0.29, buf_4 0.44, buf_4 0.45, nand4bb_1 0.74
nor2_4 0.56, buf_4 0.61, buf_4 0.59, buf_4 0.43
a22o_1 0.19, a221oi_1 0.05, nand4_1 0.29, nor4_1 0.08
buf_4 0.17, mux2i_1 0.23, nand4_1 0.43, nor4_1 0.79
clkdlybuf4s50_1 0.63
## logic make-up after synthesis
family / after synthesis
compound gates: 2621
xor+xnor: 54
fa+ha+maj: 4
buf+inv: 753
flops: 4168
mux: 80
other cells: 1
simple gates: 2737
## final timing paths
check	endpoint	slack, ns	cells after the start
worst max-delay path	predict_valid	4.93	17
worst min-delay path	u_gshare.ghr[0]	0.78	2
worst max register to register	u_gshare.pht[228][0]	10.98	18
worst min register to register	u_gshare.ghr[0]	0.78	2
max in group asynchronous	u_gshare.ghr[5]	16.43	2
min in group asynchronous	u_gshare.ghr[0]	3.38	2
No activity file was given, so power comes from the tool's default toggle rates.
