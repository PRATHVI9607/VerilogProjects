==> flow/design.v <==
`timescale 1ns/1ps
`timescale 1ns/1ps
module page_frame_allocator #(
    parameter NUM_FRAMES = 256,
    parameter FRAME_BITS = 8   
)(
    input  wire        clk,
    input  wire        rst_n,
    input  wire        alloc_req,
    output wire        alloc_valid,
    output wire [FRAME_BITS-1:0] alloc_frame,
    input  wire        dealloc_req,
    input  wire [FRAME_BITS-1:0] dealloc_frame,
    output wire        dealloc_valid,
    output wire [FRAME_BITS:0] free_count,
    output wire        out_of_memory
);
    reg [NUM_FRAMES-1:0] frame_free;
    reg [FRAME_BITS:0] free_counter;
    reg [FRAME_BITS-1:0] first_free;
    reg found_free;
    integer i;
    always @(*) begin
        first_free = 0;
        found_free = 0;
        for (i = 0; i < NUM_FRAMES; i = i + 1) begin
            if (frame_free[i] && !found_free) begin
                first_free = i[FRAME_BITS-1:0];
                found_free = 1;
            end
        end
    end
    assign alloc_valid = alloc_req && found_free;
    assign alloc_frame = first_free;
    assign dealloc_valid = dealloc_req && !frame_free[dealloc_frame];
    assign free_count = free_counter;
    assign out_of_memory = (free_counter == 0);
    always @(posedge clk or negedge rst_n) begin
        if (!rst_n) begin
            frame_free <= {NUM_FRAMES{1'b1}};
            free_counter <= NUM_FRAMES;
        end else begin
            if (alloc_valid) begin
                frame_free[first_free] <= 1'b0;
                free_counter <= free_counter - 1;
            end
            if (dealloc_valid) begin
                frame_free[dealloc_frame] <= 1'b1;
                free_counter <= free_counter + 1;
            end
        end
    end
endmodule
`timescale 1ns/1ps
module page_replacement #(
    parameter NUM_FRAMES = 256,
    parameter FRAME_BITS = 8
)(
    input  wire        clk,
    input  wire        rst_n,
    input  wire [1:0]  policy,  
    input  wire        frame_accessed,
    input  wire [FRAME_BITS-1:0] accessed_frame,
    input  wire        frame_allocated,
    input  wire [FRAME_BITS-1:0] allocated_frame,
    input  wire        select_victim,
    output wire [FRAME_BITS-1:0] victim_frame,
    output wire        victim_valid
);
    localparam FIFO  = 2'b00;
    localparam LRU   = 2'b01;
    localparam CLOCK = 2'b10;
    reg [FRAME_BITS-1:0] fifo_queue [0:NUM_FRAMES-1];
    reg [FRAME_BITS-1:0] fifo_head, fifo_tail;
    reg [FRAME_BITS:0] fifo_count;
    reg [15:0] lru_timestamp [0:NUM_FRAMES-1];
    reg [15:0] global_time;
    reg [NUM_FRAMES-1:0] reference_bits;
    reg [FRAME_BITS-1:0] clock_hand;
    reg [NUM_FRAMES-1:0] frame_valid;
    wire [FRAME_BITS-1:0] fifo_victim = fifo_queue[fifo_head];
    reg [FRAME_BITS-1:0] lru_victim;
    reg [15:0] min_timestamp;
    integer i;
    always @(*) begin
        lru_victim = 0;
        min_timestamp = 16'hFFFF;
        for (i = 0; i < NUM_FRAMES; i = i + 1) begin
            if (frame_valid[i] && lru_timestamp[i] < min_timestamp) begin
                min_timestamp = lru_timestamp[i];
                lru_victim = i[FRAME_BITS-1:0];
            end
        end
    end
    reg [FRAME_BITS-1:0] clock_victim;
    reg clock_found;
    always @(*) begin
        clock_victim = clock_hand;
        clock_found = 0;
        for (i = 0; i < NUM_FRAMES; i = i + 1) begin
            if (!clock_found) begin
                if (frame_valid[(clock_hand + i) % NUM_FRAMES] && 
                    !reference_bits[(clock_hand + i) % NUM_FRAMES]) begin
                    clock_victim = (clock_hand + i) % NUM_FRAMES;
                    clock_found = 1;
                end
            end
        end
    end
    reg [FRAME_BITS-1:0] selected_victim;
    always @(*) begin
        case (policy)
            FIFO:  selected_victim = fifo_victim;
            LRU:   selected_victim = lru_victim;
            CLOCK: selected_victim = clock_victim;
            default: selected_victim = 0;
        endcase
    end
    assign victim_frame = selected_victim;
    assign victim_valid = |frame_valid;
    always @(posedge clk or negedge rst_n) begin
        if (!rst_n) begin
            fifo_head <= 0;
            fifo_tail <= 0;
            fifo_count <= 0;
            global_time <= 0;
            clock_hand <= 0;
            reference_bits <= 0;
            frame_valid <= 0;
            for (i = 0; i < NUM_FRAMES; i = i + 1) begin
                fifo_queue[i] <= 0;
                lru_timestamp[i] <= 0;
            end
        end else begin
            global_time <= global_time + 1;
            if (frame_allocated) begin
                frame_valid[allocated_frame] <= 1'b1;
                fifo_queue[fifo_tail] <= allocated_frame;
                fifo_tail <= (fifo_tail + 1) % NUM_FRAMES;
                fifo_count <= fifo_count + 1;
                lru_timestamp[allocated_frame] <= global_time;
                reference_bits[allocated_frame] <= 1'b1;
            end
            if (frame_accessed && frame_valid[accessed_frame]) begin
                lru_timestamp[accessed_frame] <= global_time;
                reference_bits[accessed_frame] <= 1'b1;
            end
            if (select_victim && victim_valid) begin
                frame_valid[selected_victim] <= 1'b0;
                if (policy == FIFO) begin
                    fifo_head <= (fifo_head + 1) % NUM_FRAMES;
                    fifo_count <= fifo_count - 1;
                end
                if (policy == CLOCK) begin
                    for (i = 0; i < NUM_FRAMES; i = i + 1) begin
                        if (i < ((clock_victim - clock_hand + NUM_FRAMES) % NUM_FRAMES)) begin
                            reference_bits[(clock_hand + i) % NUM_FRAMES] <= 1'b0;
                        end
                    end
                    clock_hand <= (clock_victim + 1) % NUM_FRAMES;
                end
            end
        end
    end
endmodule
`timescale 1ns/1ps
module virtual_memory_controller #(
    parameter VA_WIDTH = 32,
    parameter PA_WIDTH = 32,
    parameter PAGE_SIZE = 4096,
    parameter NUM_FRAMES = 256,
    parameter PAGE_TABLE_ENTRIES = 1024
)(
    input  wire        clk,
    input  wire        rst_n,
    input  wire [VA_WIDTH-1:0] virtual_addr,
    input  wire        mem_read,
    input  wire        mem_write,
    output wire [PA_WIDTH-1:0] physical_addr,
    output wire        addr_valid,
    output wire        page_fault,
    output wire        protection_fault,
    output wire [VA_WIDTH-1:0] fault_addr,
    output wire [1:0]  fault_type,  
    input  wire        fault_handled,
    input  wire [31:0] new_pte,
    input  wire [1:0]  replacement_policy,
    input  wire        supervisor_mode,
    input  wire [PA_WIDTH-1:0] page_table_base,
    output wire [31:0] page_fault_count,
    output wire [31:0] tlb_hit_count,
    output wire [31:0] tlb_miss_count
);
    localparam PAGE_OFFSET_BITS = 12;  
    localparam VPN_BITS = VA_WIDTH - PAGE_OFFSET_BITS;
    localparam FRAME_BITS = $clog2(NUM_FRAMES);
    wire [PAGE_OFFSET_BITS-1:0] page_offset = virtual_addr[PAGE_OFFSET_BITS-1:0];
    wire [VPN_BITS-1:0] vpn = virtual_addr[VA_WIDTH-1:PAGE_OFFSET_BITS];
    wire [9:0] vpn_l1 = vpn[19:10];  
    wire [9:0] vpn_l0 = vpn[9:0];    
    localparam IDLE = 3'd0;
    localparam TLB_LOOKUP = 3'd1;
    localparam PT_L1_READ = 3'd2;
    localparam PT_L0_READ = 3'd3;
    localparam PAGE_FAULT_STATE = 3'd4;
    localparam TLB_FILL = 3'd5;
    localparam COMPLETE = 3'd6;
    reg [2:0] state, next_state;
    localparam TLB_ENTRIES = 32;
    localparam TLB_INDEX_BITS = 5;
    reg [VPN_BITS-1:0] tlb_tag [0:TLB_ENTRIES-1];
    reg [FRAME_BITS+4-1:0] tlb_data [0:TLB_ENTRIES-1];  
    reg [TLB_ENTRIES-1:0] tlb_valid;
    wire [TLB_INDEX_BITS-1:0] tlb_index = vpn[TLB_INDEX_BITS-1:0];
    wire tlb_hit = tlb_valid[tlb_index] && (tlb_tag[tlb_index] == vpn);
    wire [FRAME_BITS-1:0] tlb_ppn = tlb_data[tlb_index][FRAME_BITS+4-1:4];
    wire [3:0] tlb_flags = tlb_data[tlb_index][3:0];  
    reg pt_read_req;
    reg [PA_WIDTH-1:0] pt_read_addr;
    reg [31:0] pt_read_data;
    reg pt_read_valid;
    reg [VA_WIDTH-1:0] saved_va;
    reg saved_read, saved_write;
    reg [31:0] pte_l1;
    reg [31:0] pte_l0;
    wire pte_l1_valid = pte_l1[0];
    wire pte_l0_valid = pte_l0[0];
    wire pte_readable = pte_l0[1];
    wire pte_writable = pte_l0[2];
    wire pte_executable = pte_l0[3];
    wire pte_user = pte_l0[4];
    wire permission_ok = (saved_read && pte_readable) || 
                         (saved_write && pte_writable);
    wire mode_ok = supervisor_mode || pte_user;
    reg [31:0] fault_counter;
    reg [31:0] hit_counter;
    reg [31:0] miss_counter;
    assign page_fault_count = fault_counter;
    assign tlb_hit_count = hit_counter;
    assign tlb_miss_count = miss_counter;
    wire alloc_req;
    wire alloc_valid;
    wire [FRAME_BITS-1:0] alloc_frame;
    page_frame_allocator #(
        .NUM_FRAMES(NUM_FRAMES),
        .FRAME_BITS(FRAME_BITS)
    ) u_allocator (
        .clk(clk),
        .rst_n(rst_n),
        .alloc_req(alloc_req),
        .alloc_valid(alloc_valid),
        .alloc_frame(alloc_frame),
        .dealloc_req(1'b0),
        .dealloc_frame({FRAME_BITS{1'b0}}),
        .dealloc_valid(),
        .free_count(),
        .out_of_memory()
    );
    wire [FRAME_BITS-1:0] victim_frame;
    wire victim_valid;
    page_replacement #(
        .NUM_FRAMES(NUM_FRAMES),
        .FRAME_BITS(FRAME_BITS)
    ) u_replacement (
        .clk(clk),
        .rst_n(rst_n),
        .policy(replacement_policy),
        .frame_accessed(state == COMPLETE && tlb_hit),
        .accessed_frame(tlb_ppn),
        .frame_allocated(alloc_req && alloc_valid),
        .allocated_frame(alloc_frame),
        .select_victim(1'b0),
        .victim_frame(victim_frame),
        .victim_valid(victim_valid)
    );
    always @(posedge clk or negedge rst_n) begin
        if (!rst_n) begin
            state <= IDLE;
            saved_va <= 0;
            saved_read <= 0;
            saved_write <= 0;
            pte_l1 <= 0;
            pte_l0 <= 0;
            pt_read_req <= 0;
            pt_read_addr <= 0;
            pt_read_valid <= 0;
            pt_read_data <= 0;
            fault_counter <= 0;
            hit_counter <= 0;
            miss_counter <= 0;
            tlb_valid <= 0;
        end else begin
            state <= next_state;
            pt_read_valid <= pt_read_req;
            if (pt_read_req) begin
                pt_read_data <= 32'h00001007;  
            end
            case (state)
                IDLE: begin
                    if (mem_read || mem_write) begin
                        saved_va <= virtual_addr;
                        saved_read <= mem_read;
                        saved_write <= mem_write;
                    end
                end
                TLB_LOOKUP: begin
                    if (tlb_hit) begin
                        hit_counter <= hit_counter + 1;
                    end else begin
                        miss_counter <= miss_counter + 1;
                        pt_read_req <= 1;
                        pt_read_addr <= page_table_base + (vpn_l1 << 2);
                    end
                end
                PT_L1_READ: begin
                    pt_read_req <= 0;
                    if (pt_read_valid) begin
                        pte_l1 <= pt_read_data;
                        if (pt_read_data[0]) begin  
                            pt_read_req <= 1;
                            pt_read_addr <= {pt_read_data[31:12], 12'b0} + (vpn_l0 << 2);
                        end
                    end
                end
                PT_L0_READ: begin
                    pt_read_req <= 0;
                    if (pt_read_valid) begin
                        pte_l0 <= pt_read_data;
                    end
                end
                PAGE_FAULT_STATE: begin
                    fault_counter <= fault_counter + 1;
                    if (fault_handled) begin
                        pte_l0 <= new_pte;
                    end
                end
                TLB_FILL: begin
                    tlb_valid[tlb_index] <= 1'b1;
                    tlb_tag[tlb_index] <= vpn;
                    tlb_data[tlb_index] <= {pte_l0[31:12], pte_l0[4:1]};
                end
            endcase
        end
    end
    always @(*) begin
        next_state = state;
        case (state)
            IDLE: begin
                if (mem_read || mem_write) begin
                    next_state = TLB_LOOKUP;
                end
            end
            TLB_LOOKUP: begin
                if (tlb_hit) begin
                    if (permission_ok && mode_ok) begin
                        next_state = COMPLETE;
                    end else begin
                        next_state = PAGE_FAULT_STATE;
                    end
                end else begin
                    next_state = PT_L1_READ;
                end
            end
            PT_L1_READ: begin
                if (pt_read_valid) begin
                    if (!pte_l1_valid) begin
                        next_state = PAGE_FAULT_STATE;
                    end else begin
                        next_state = PT_L0_READ;
                    end
                end
            end
            PT_L0_READ: begin
                if (pt_read_valid) begin
                    if (!pte_l0_valid) begin
                        next_state = PAGE_FAULT_STATE;
                    end else if (!permission_ok || !mode_ok) begin
                        next_state = PAGE_FAULT_STATE;
                    end else begin
                        next_state = TLB_FILL;
                    end
                end
            end
            PAGE_FAULT_STATE: begin
                if (fault_handled) begin
                    next_state = TLB_FILL;
                end
            end
            TLB_FILL: begin
                next_state = COMPLETE;
            end
            COMPLETE: begin
                next_state = IDLE;
            end
        endcase
    end
    assign physical_addr = {tlb_ppn, page_offset};
    assign addr_valid = (state == COMPLETE);
    assign page_fault = (state == PAGE_FAULT_STATE);
    assign protection_fault = page_fault && (saved_read || saved_write);
    assign fault_addr = saved_va;
    assign fault_type = saved_write ? 2'b10 : 2'b01;
    assign alloc_req = (state == PAGE_FAULT_STATE) && fault_handled;
endmodule
==> flow/run.sh <==
#!/bin/bash
# OpenROAD 26Q1-2900-gdf79404cd8, Yosys 0.63+post, stock flow scripts
make -C /OpenROAD-flow-scripts/flow DESIGN_CONFIG=/design/flow/config.mk WORK_HOME=/design/flow/orfs finish
==> flow/config.mk <==
export PLATFORM = sky130hd
export DESIGN_NAME = virtual_memory_controller
export DESIGN_NICKNAME = virtual_memory_controller
export VERILOG_FILES = /design/flow/design.v
export SDC_FILE = /design/flow/constraint.sdc
export NUM_CORES = 4
export LEC_CHECK = 1
export CORE_UTILIZATION = 50
==> flow/constraint.sdc <==
current_design virtual_memory_controller

set clk_period 12.9
set clk_io_pct 0.2

create_clock -name clk0 -period $clk_period [get_ports {clk}]

set non_clock_inputs [all_inputs -no_clocks]
set_input_delay [expr $clk_period * $clk_io_pct] -clock clk0 $non_clock_inputs
set_output_delay [expr $clk_period * $clk_io_pct] -clock clk0 [all_outputs]
==> results.yml <==
# yosys + openroad results
clocking:
  clk_pin_slew_worst_paths_ns: 0.06
  clock.latency.late_pin_ns: 0.70
  cts.htree.levels: 3
  cts.sinks: 1081
  clockBufferDepth: 3
  cts_buffers: 109
  post_cts_buffers: 0
  root_buffer: "clkbuf_16"
  cts_resized: 0
  tritoncts: "built"
  holdBufCountCts: 0
placement:
  place.gp.congestion: 0.966
  place_inst: 3933
  portBuffers: 202
  hpwl_mm: 86.3
synth:
  synthXorXnorAreaFrac: 0.0215
  edf_count: 896
  synthFlopType: "edfxtp_1"
  ys_area_mm2: 0.0427
  largest_area_cell: "edfxtp_1"
  top_area_frac: 0.630
  syn_area_per_cell_um2: 16.2
  ys_sh_mux: 0.0383
  synthArstFlopShare: 0.171
  yosys_cells: 2628
  synth_seq_share: 0.739
  yosysWarningCount: 7
  synth-seq-cells: 1081
  aoi_share: 0.0960
  netlist-cell-type-count: 84
  topCombFamilyByArea: "AND-OR/OR-AND gates"
  ys_sh_adder: 0.00264
  ys_top_cells_by_area: "edfxtp_1, dfrtp_1, a22oi_1"
  synth.cellmix.simpleShare: 0.0769
  synthCells: 2628
  syn_area_mm2: 0.0427
die:
  core_mm2: 0.0841
  fp_util: 0.508
  ios: 269
  dieHeight_um: 294
  rows: 106
  chip_area_mm2: 0.0865
  die_w_um: 294
grt:
  grt_first_pass_wirelength_mm: 200
  grt_usage: 0.371
  antenna_found_initial: 5
  grt_overflow: 0
  grt_max_degree: 76
  grt_pass1_vias: 27337
job:
  maxCapViolations: 0
  log.warning_count: 84
final_timing:
  report.final.slew_viol_count: 0
  max_slew.worst_pin.slew_ns: 1.03
  final-hold-violation-count: 0
  final-setup-viol-count: 0
  slew_headroom: 0.314
  fin_crit_sh: 0.712
  rsz0062_at_grt: "false"
  finClkSkew_ns: 0.0259
  fmax_mhz: 109
  fin_setup_tns_ns: 0
  period_minus_slack_ns: 9.18
cells_and_area:
  mostFrequentLayoutCells: "edfxtp_1, clkdlybuf4s50_1, dfrtp_1"
  final_cells: 4143
  nFillCells: 6157
  area_delta_synth_final_pct: 17.5
  drive_above_1_share: 0.156
  lay_top_count: "edfxtp_1"
critical_path:
  crit_fanout: 45
  critPathLaunchType: "input pin"
  crit_arrival_ns: 6.60
  path_class: "in2out"
  crit_path_end_kind: "output port"
  critPathRequiredTime_ns: 10.32
routing:
  vias: 26751
  drtIter0Drc: 1880
  ant_nets: 0
  routed_wl_mm: 143
  drt_pass1_iterations: 5
  viasPerCell: 6.46
  drc_errors: 0
  wl_per_cell_um: 34.5
power_and_ir_drop:
  p_seq_frac: 0.517
  powerDensity_mw_per_mm2: 145
  p_switching_uw: 1570
  ir_worst_vdd_mv: 0.142
  intPower_uw: 5720
  p_sw_frac: 0.216
  cellLeakagePower_uw: 0.0181
  p_clk_frac: 0.437
  combPwrFrac: 0.046
hold_path:
  hold_class: "reg2reg"
status:
  status: "complete, no violations"
flip-flops by register name, summed over array words and instances (netlist names):
register       cells
fault_counter     32
saved_read         1
saved_write        1
hit_counter       32
state              7
pte_l0            12
pte_l1             1
tlb_data         256
pt_read_req        1
saved_va          32
pt_read_data       1
pt_read_valid      1
tlb_tag          640
miss_counter      32
tlb_valid         32
through the flow:
stage                     power [µW]  setup WS, ns  cell area [µm²]  hold WS (ns)  utilization
after floorplan                 3980          4.73            42700         0.371            -
after global placement          4170          3.70            46500         0.382        0.553
after detailed placement        4170          3.78            46500         0.396        0.553
after CTS                       7310          3.76            50100         0.404        0.596
after global routing            7460          3.58            50100         0.411        0.596
final                           7290          3.72            50200         0.401        0.596
synthesized netlist by cell type (all sizes together), types with 7 or more instances:
cell type and number:
a2111oi 8, a21o 19, a21oi 27, a221oi 42, a222oi 15, a22o 61, a22oi 176, a31o 7
a32oi 21, and2 12, and3 60, and4 13, and4b 12, buf 91, clkbuf 95, dfrtp 184
edfxtp 896, ha 9, inv 27, mux2 53, mux2i 70, mux4 15, nand2 93, nand2b 10
nand3 69, nand3b 18, nand4 73, nor2 53, nor2b 15, nor3 40, nor3b 7, nor4 29
nor4bb 9, o21ai 38, o21bai 13, o22ai 23, o2bb2ai 8, o32ai 12, or3 8, or4 9
xnor2 67, xor2 38
power groups by stage:
stage         sequential (µW)  clock (µW)  combinational [µW]
CTS                      3770        3220                 330
global route             3770        3350                 350
finish                   3770        3190                 336
metal layers:
layer	global-route usage	vias up	share of wire
met5	0.0301	-	0.0025
met4	0.155	14	0.057
met3	0.283	416	0.18
met2	0.502	2021	0.44
met1	0.460	13144	0.32
li1	-	11156	-
worst paths after layout:
kind	startpoint	to	slack (ns)	depth (start not counted)
worst max-delay path	virtual_addr[13]	physical_addr[14]	3.72	13
worst min-delay path	pt_read_req$_DFFE_PN0P_	pt_read_valid$_DFF_PN0_	0.40	0
worst max register to register	tlb_tag[7][12]$_DFFE_PP_	miss_counter[1]$_DFFE_PN0P_	8.72	11
worst min register to register	pt_read_req$_DFFE_PN0P_	pt_read_valid$_DFF_PN0_	0.40	0
max in group asynchronous	rst_n	miss_counter[2]$_DFFE_PN0P_	9.44	3
min in group asynchronous	rst_n	fault_counter[21]$_DFFE_PN0P_	1.87	1
area by class of cell:
type	count	area, µm²	share of cell area
diodes	2	5.00	0.0000998
clock buffers	132	2900	0.0578
clock inverters	76	768	0.0153
inverters	27	101	0.00202
multi-input cells	1345	10300	0.206
flip-flops and latches	1081	31500	0.629
well taps	1134	1420	0.0283
repair buffers	346	3110	0.0620
logic make-up (layout without fill, tap and decap cells):
| logic type | Yosys count | after routing |
|---|---|---|
| compound gates | 526 | 526 |
| fa+ha+maj | 9 | 9 |
| xor+xnor | 105 | 105 |
| mux | 138 | 138 |
| simple gates | 555 | 555 |
| other cells | 1 | 14 |
| flops | 1081 | 1081 |
| buf+inv | 213 | 581 |
worst max-delay path: stages:
cell and delay, ns:
buf_2 0.08, buf_4 0.42, ha_1 0.46, buf_4 0.39
buf_4 0.35, and4b_1 0.75, buf_4 0.38, a22o_1 0.20
a221oi_1 0.05, nand4_1 0.18, nor4_1 0.07, nor2_1 0.13
clkdlybuf4s50_1 0.48
Power figures rest on the tool's default switching activity, not on a simulated workload.
